**./config.mk**
```make
export PLATFORM = sky130hd
export DESIGN_NAME = Adder
export DESIGN_NICKNAME = Adder
export VERILOG_FILES = /design/flow/design.v
export SDC_FILE = /design/flow/constraint.sdc
export NUM_CORES = 4
export LEC_CHECK = 1
export CORE_AREA = 10 10 70 70
export DIE_AREA = 0 0 80 80
```
**./constraint.sdc**
```tcl
current_design Adder

set clk_period 5.8
set clk_io_pct 0.2

create_clock -name clk0 -period $clk_period

set non_clock_inputs [all_inputs -no_clocks]
set_input_delay [expr $clk_period * $clk_io_pct] -clock clk0 $non_clock_inputs
set_output_delay [expr $clk_period * $clk_io_pct] -clock clk0 [all_outputs]
```
**./design.v**
```verilog
`timescale 1ns / 1ps
module Adder#( 
    parameter adder_size=8
    )(
    input logic [adder_size-1:0] a,
    input logic [adder_size-1:0] b,
    output logic [adder_size-1:0] y);
    assign y = a+b;
endmodule
```
**./run.sh**
```bash
#!/bin/bash
# OpenROAD 26Q1-2900-gdf79404cd8, Yosys 0.63+post, stock flow scripts
make -C /OpenROAD-flow-scripts/flow DESIGN_CONFIG=/design/flow/config.mk WORK_HOME=/design/flow/orfs finish
```
==> results.toml <==
# yosys + openroad results
[floorplanning]
dieArea_um2 = 6400
die_x_um = 80
coreArea_um2 = 3420
row_count = 21
floorplan.core_util_pct = 9.71
ios = 24
die_h_um = 80

[route]
vias = 402
routedWlPerCell_um = 9.94
drc = 0
first_iter_violations = 7
ant_nets = 0
drt_first_pass_iters = 5
antennaDiodeCount = 0
wl_mm = 1.11
viasPerCell = 3.59

[critical_path]
crit_buf_inv = 3
cp-end-kind = "primary output"
crit_path_top_delay_cell = "clkdlybuf4s50_1"
timing.critical_path.from_type = "input port"
slowest_delay_ns = 0.52
worstPathRequired_ns = 4.64
crit_type = "in -> out"
cp.arrival_ns = 3.21
cp_top_family = "buffers and inverters"
cp_max_fo = 3
critPathLaunch = "a[0]"
crit_top_cell = "clkdlybuf4s50_1"
worstPathCellList = "clkdlybuf4s50_1, ha_1, inv_1, fa_1, nor2b_4, o31a_1, o311ai_1, clkdlybuf4s50_1"

[synth]
common_cells = "7 x ha_1, 5 x a21oi_1, 5 x inv_1"
netlist_instances = 42
xor_share_pct = 10.6
top_area_cell = "ha_1"
adder_share_pct = 32.5
top_logic_kind = "AND-OR/OR-AND gates"
syn_area_um2 = 332
syn_avg_cell_area_um2 = 7.89
simple_gate_share_pct = 14.0
synthMuxAreaShare_pct = 0
top_cell_area_share_pct = 26.4
synthAoiAreaFrac_pct = 37.4
area_leaders = "ha_1 26%, a21oi_1 7.5%, o211ai_1 6.8%"
most_common_cell = "ha_1"
ys_warn_count = 0
synthDistinctLibCells = 23
postSynthSeqShare_pct = 0
yosys-stat-area_um2 = 332
ys_cells = 42

[cts]
cts_setup_buffers = 0
cts.hold.buffers_added = 0
ctsResizeCount = 0

[cells_and_area]
fin_util_pct = 18.4
seq_cells = 0
seq_area_um2 = 0
area_growth_pct = 89.8
final_cell_area_um2 = 629
nClkBuffers = 0
instances_no_fill = 112
drive_gt1_share_pct = 1.52

[timing]
rsz0062_at_grt = "no"
setup_ws_ns = 1.43
setup_tns_ns = 0
fin_crit_ns = 4.37
fmax_mhz = 229
setup_viol = 0
whs_ns = 3.35
worstMarginPinSlew_ns = 0.403
finalHoldViolCount = 0
finalMaxSlewViolations = 0
relSlewSlack_pct = 73.0
period_used_pct = 75.3

[flow_run]
maxCapViolCount = 0
openroad.warnings = 32

[global_route]
grt.busiest_layer = "met2"
grt_max_degree = 7
use_met3_pct = 2.16
use_met1_pct = 4.17
antenna_found_initial = 0
grt_pass1_wl_mm = 1.81
use_met2_pct = 5.14
overflow = 0
grt_pass1_vias = 416
track_usage_pct = 3.38

[min_path]
hp-class = "in -> out"
hp-start = "b[0]"

[power]
peakVddDrop_uv = 29.2
p_total_mw = 0.0618
power.leakage_nw = 0.242
cellPowerDensity_nw_per_um2 = 98.2

[place]
globalplace.congestion = 0.705
io_buffers = 24
dp_slack_ns = 1.41
placed_cells = 112
hpwl_mm = 1.03
place_area_um2 = 629

[outcome]
status = "completed"
==> path summary, 6_finish.rpt <==
check                 slack, ns   end  depth (start not counted)
worst max-delay path       1.43  y[6]                          8
worst min-delay path       3.35  y[0]                          3
==> power breakdown <==
group	switching (mW)	internal [mW]	total (mW)	leakage [nW]
logic	0.0216	0.0402	0.0618	0.242
clock network	0	0	0	0
registers	0	0	0	0
==> layout by cell type, fill, tap and decap left out <==
cell type        instances
a211oi_1                 1
a21o_1                   1
a21oi_1                  5
a221oi_1                 1
clkdlybuf4s50_1         24
fa_1                     1
ha_1                     7
inv_1                    5
nand2_1                  1
nand2b_1                 1
nor2_1                   1
nor2b_1                  1
nor2b_4                  1
nor3_1                   1
nor3b_1                  1
o211ai_1                 3
o21a_1                   1
o21ai_0                  2
o2bb2ai_1                1
o311ai_0                 1
o311ai_1                 1
o31a_1                   1
xnor2_1                  2
xor2_1                   2
==> logic make-up (layout without fill, tap and decap cells) <==
logic type	Yosys count	after routing
adder cells (fa/ha/maj)	8	8
buffers and inverters	5	29
AND-OR/OR-AND	18	18
AND/OR/NAND/NOR	7	7
XOR/XNOR	4	4
==> per-layer routing <==
metal	wire, um	vias up
li1	-	211
met1	475	173
met2	428	18
met3	209	0
met4	0	0
met5	0	-
==> area by class of cell <==
| type | instances | area [um^2] |
|---|---|---|
| tap | 46 | 57.6 |
| multi-input combinational | 37 | 313 |
| timing repair buffer | 24 | 240 |
| fill | 402 | 2790 |
| inverter | 5 | 18.8 |
No activity file was given, so power comes from the tool's default toggle rates.
