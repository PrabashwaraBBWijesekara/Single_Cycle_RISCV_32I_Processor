--- ./design.v ---
`timescale 1ns / 1ps
module ALU(
input logic[31:0] in_1,in_2,
input logic[3:0] alu_control,
output logic[31:0] out,
output logic zero_flag,negative_flag,positive_flag
);
always_comb
        begin
            out = 'd0;
            negative_flag = 'b0;
            positive_flag = 'b0;
            zero_flag = 'b0;
            case(alu_control)
            4'b0010:         
                   out = in_1 + in_2;
            4'b0110:     
                begin       
                out = $signed(in_1) - $signed(in_2);
                negative_flag = ($signed(out) < $signed(1'd0));
                positive_flag = ($signed(out) > $signed(1'd0));
                zero_flag = ($signed(out) == $signed(1'd0));
                end
            4'b0100:         
                    out = in_1 << in_2;
            4'b1010:         
                    out = $signed(in_1) < $signed(in_2);
            4'b0101:         
                    out = in_1 < in_2;
            4'b0101:         
                    out = in_1 ^ in_2;
            4'b1000:         
                    out = in_1 >> in_2;
            4'b1100:         
                    out = $signed(in_1) >>> in_2;
            4'b1000:
                    out = in_1 | in_2;
            4'b1001:
                    out = in_1 & in_2;
            4'b0111:
                    begin        
                    out = in_1- in_2;
                    negative_flag = in_1 < in_2;
                    positive_flag = in_1 > in_2;
                    zero_flag = (out == 1'd0);
                    end
            default: 
                    out = 'b0;
            endcase
        end
endmodule
--- ./run.sh ---
#!/bin/bash
# OpenROAD 26Q1-2900-gdf79404cd8, Yosys 0.63+post, stock flow scripts
make -C /OpenROAD-flow-scripts/flow DESIGN_CONFIG=/design/flow/config.mk WORK_HOME=/design/flow/orfs finish
--- ./config.mk ---
export PLATFORM = sky130hd
export DESIGN_NAME = ALU
export DESIGN_NICKNAME = ALU
export VERILOG_FILES = /design/flow/design.v
export SDC_FILE = /design/flow/constraint.sdc
export NUM_CORES = 4
export LEC_CHECK = 1
export CORE_UTILIZATION = 50
--- ./constraint.sdc ---
current_design ALU

set clk_period 28.5
set clk_io_pct 0.2

create_clock -name clk0 -period $clk_period

set non_clock_inputs [all_inputs -no_clocks]
set_input_delay [expr $clk_period * $clk_io_pct] -clock clk0 $non_clock_inputs
set_output_delay [expr $clk_period * $clk_io_pct] -clock clk0 [all_outputs]
==> impl_metrics.env <==
# implementation run metrics
export IMPL_status="finished, final reports clean"
export IMPL_xor_area_frac=0.0333
export IMPL_endpoint_kind="output port"
export IMPL_cp_cell_sequence="clkdlybuf4s50_1 > clkinv_1 > ha_1 > inv_1 > nor4_2 > o21ai_1 > a2111oi_0 > a211oi_1 > a211oi_1 > nand4_1 > nor4_1 > nand4_1 > nor3_1 > clkdlybuf4s50_1"
export IMPL_nFillCells=1629
export IMPL_powerDensity_nw_per_um2=19.4
export IMPL_wl_per_cell_um=26.3
export IMPL_worst_pin_slew_ns=1.07
export IMPL_cts_resized=0
export IMPL_ys_area_um2=8670
export IMPL_fmax_mhz=61.7
export IMPL_met2_length_um=17500
export IMPL_placed_cells=1576
export IMPL_log_warning_count=66
export IMPL_initCoreUtil=0.517
export IMPL_maxCapViolCount=0
export IMPL_drt_vias_per_instance=7.15
export IMPL_worstSetupPathType="in2out"
export IMPL_drcViolationCount=0
export IMPL_vias=11300
export IMPL_switching_share=0.614
export IMPL_syn_to_final_growth_pct=11.4
export IMPL_hold_class="in2out"
export IMPL_hold_ws_ns=12.62
export IMPL_aoi_share=0.400
export IMPL_required_ns=22.80
export IMPL_grt_pass1_wl_um=61300
export IMPL_synthDistinctLibCells=88
export IMPL_ff_latch_area_um2=0
export IMPL_fin_cells=1576
export IMPL_pwr_share_comb=1.000
export IMPL_critPathMaxFanout=11
export IMPL_crit_slowest_cell="clkdlybuf4s50_1"
export IMPL_ys_seq_share=0
export IMPL_maxUsedRoutingLayer="met4"
export IMPL_drtPass1Iterations=8
export IMPL_dp_hpwl_um=33000
export IMPL_period_minus_slack_ns=16.19
export IMPL_synth_stat_cells=1346
export IMPL_grt_antenna_before_repair=0
export IMPL_wl_met3_um=5130
export IMPL_mux_share=0.138
export IMPL_syn_instance_count=1346
export IMPL_clkbuf_count=0
export IMPL_grt_use_total=0.466
export IMPL_max_vdd_ir_drop_mv=0.0170
export IMPL_max_stage_delay_ns=0.79
export IMPL_antenna_cells=0
export IMPL_syn_area_um2=8670
export IMPL_drt_iter0_drc=1398
export IMPL_core_area_um2=16800
export IMPL_yosysWarningCount=1
export IMPL_die_area_um2=17900
export IMPL_io_buffers=103
export IMPL_intPower_uw=72.3
export IMPL_finalCritPeriodShare=0.568
export IMPL_rsz0062_at_grt="no"
export IMPL_cp_arrival_ns=10.49
export IMPL_place_congestion=1.16
export IMPL_syn_mean_instance_area_um2=6.44
export IMPL_ctsHoldBuffers=0
export IMPL_cts_setup_buffers=0
export IMPL_slew_headroom=0.270
export IMPL_maxSlewViolCount=0
export IMPL_grt_max_degree=87
export IMPL_wl_um=41500
export IMPL_grt_pass1_vias=9897
export IMPL_ys_sh_simple=0.245
export IMPL_flops=0
export IMPL_totalPowerFinal_uw=187
export IMPL_finalHoldViolations=0
export IMPL_pwr_share_seq=0
export IMPL_route_layer_met1_wl_um=16600
export IMPL_grt_overflow=0
export IMPL_setup_tns_ns=0
export IMPL_dieHeight_um=134
export IMPL_synth_comb_largest_family="AND-OR/OR-AND gates"
export IMPL_rows=47
export IMPL_startpoint_type="input port"
export IMPL_fa_ha_area_frac=0.0984
export IMPL_drive_gt1_frac=0.0686
export IMPL_die_width_um=134
export IMPL_finalSetupViolCount=0
export IMPL_detail_route_antenna_nets=0
export IMPL_power_share_clock=0
export IMPL_pin_count=103
export IMPL_leakagePower_uw=0.00371
export IMPL_switchingPower_uw=115
==> logic make-up (layout without fill, tap and decap cells) <==
family,after synthesis,in the layout
multiplexers,97,97
adder cells (fa/ha/maj),67,67
AND-OR/OR-AND,512,512
AND/OR/NAND/NOR,456,456
XOR/XNOR,33,33
buffers and inverters,181,191
==> final cells by class <==
class              instances  area (um2)  share of cell area
inverters                 67         262              0.0271
multi-input cells       1165        7950               0.823
well taps                220         275              0.0285
repair buffers           124        1170               0.121
==> worst max-delay path, delay by kind of cell <==
| family | cells | cell delay, ns |
|---|---|---|
| adders and majority gates | 1 | 0.53 |
| and+or+nand+nor | 5 | 1.35 |
| AOI/OAI and AO/OA | 4 | 1.10 |
| buffers and inverters | 4 | 1.81 |
==> synth_stat cells, types with 14 or more instances <==
cell,number,area share
nor2_1,161,0.070
a21oi_1,135,0.078
nand2_1,112,0.048
o21ai_0,105,0.061
clkbuf_1,77,0.033
ha_1,65,0.094
mux2i_1,58,0.067
inv_1,57,0.025
a211oi_1,41,0.036
nor3_1,38,0.022
nand3_1,29,0.017
a221oi_1,26,0.026
xnor2_1,25,0.025
mux2_2,22,0.029
o211ai_1,22,0.019
nand2b_1,19,0.014
nor4_1,18,0.013
buf_1,17,0.0074
buf_2,16,0.0092
mux4_2,16,0.042
nand4_1,16,0.012
a21o_1,15,0.013
o221ai_1,15,0.015
and2_1,14,0.010
and3_1,14,0.010
==> routing by layer <==
| metal | track usage | vias to the layer above |
|---|---|---|
| met1 | 0.644 | 5163 |
| met3 | 0.114 | 125 |
| met4 | 0.202 | 0 |
| li1 | - | 5123 |
| met2 | 0.689 | 857 |
| met5 | 0 | - |
==> cells in the final DEF (no fill, tap or decap), types with 7 or more instances in the layout <==
cell	netlist	routed
o211ai_1	22	22
nand2b_1	19	19
or3_1	10	10
a221o_1	13	13
o21bai_1	10	10
nand3_1	29	29
buf_4	1	22
a22oi_1	9	9
mux4_2	16	16
a21oi_1	135	135
inv_1	57	57
nor2b_1	9	9
a311oi_1	7	7
a211oi_1	41	41
a21o_1	15	15
and3_1	14	14
xor2_1	8	8
o21ai_0	105	105
ha_1	65	65
o31ai_1	10	10
a211o_1	9	9
nor2_1	161	160
a221oi_1	26	26
xnor2_1	25	25
and2_1	14	14
a31oi_1	11	11
nor4_1	18	18
nor3_1	38	37
o22ai_1	13	13
clkdlybuf4s50_1	0	99
nand4_1	16	16
mux2i_1	58	58
o221ai_1	15	15
mux2_2	22	22
nand2_1	112	112
==> power by group through the flow <==
stage	Clock, uW	Sequential [uW]	Combinational, uW
CTS	0	0	181
global route	0	0	200
finish	0	0	187
==> metrics by stage <==
| step | area [um2] | util | setup slack (ns) |
|---|---|---|---|
| 3_3_place_gp | 9650 | 0.576 | 12.53 |
| 2_1_floorplan | 8670 | - | 13.60 |
| 3_5_place_dp | 9650 | 0.576 | 12.48 |
| 5_1_grt | 9650 | 0.576 | 11.96 |
| 4_1_cts | 9650 | 0.576 | 12.46 |
| 6_report | 9650 | 0.576 | 12.31 |
==> path summary, 6_finish.rpt <==
kind / from / to / slack (ns) / cells after the start
hold / removal: alu_control[0] / negative_flag / 12.62 / 4
setup / recovery: in_2[5] / zero_flag / 12.31 / 14
Power figures rest on the tool's default switching activity, not on a simulated workload.
