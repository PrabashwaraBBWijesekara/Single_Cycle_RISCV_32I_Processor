==> /design/flow/design.v <==
`timescale 1ns / 1ps
module sign_extend(
    input logic [31:0] instruction,
    output logic [31:0] extended_imm
);
    logic [4:0] srai;
    assign srai = instruction[24:20];
always_comb
    case(instruction[6:0])
          7'b0000011       : 
              extended_imm = {instruction[31]? {20{1'b1}}:20'b0 , instruction[31:20]};
          7'b0010011       :
              begin 
              if((instruction[31:25]==7'b0100000&&instruction[14:12]==3'b101)||(instruction[14:12]==3'b001)||instruction[14:12]==3'b101)
                  extended_imm = {srai[4]? {27{1'b1}}:27'b0,srai};
              else
                  extended_imm = {instruction[31]? 20'b1:20'b0 , instruction[31:20]};
              end
          7'b0100011      : 
              extended_imm = {instruction[31]? 20'b1:20'b0 , instruction [31:25], instruction[11:7]};
          default                    : 
              extended_imm = {32'b0};
    endcase
endmodule
==> /design/flow/run.sh <==
#!/bin/bash
# OpenROAD 26Q1-2900-gdf79404cd8, Yosys 0.63+post, stock flow scripts
make -C /OpenROAD-flow-scripts/flow DESIGN_CONFIG=/design/flow/config.mk WORK_HOME=/design/flow/orfs finish
==> /design/flow/config.mk <==
export PLATFORM = sky130hd
export DESIGN_NAME = sign_extend
export DESIGN_NICKNAME = sign_extend
export VERILOG_FILES = /design/flow/design.v
export SDC_FILE = /design/flow/constraint.sdc
export NUM_CORES = 4
export LEC_CHECK = 1
export CORE_AREA = 10 10 70 70
export DIE_AREA = 0 0 80 80
==> /design/flow/constraint.sdc <==
current_design sign_extend

set clk_period 2.8
set clk_io_pct 0.2

create_clock -name clk0 -period $clk_period

set non_clock_inputs [all_inputs -no_clocks]
set_input_delay [expr $clk_period * $clk_io_pct] -clock clk0 $non_clock_inputs
set_output_delay [expr $clk_period * $clk_io_pct] -clock clk0 [all_outputs]
==> Table 3: Implementation characteristics <==
Implementation parameters

Parameter                              Value

Status
  Status .................. finished with violations
  Violated checks .................. negative setup slack

Synth
  Synth warn .................. 1
  Top cells by area .................. buf_4 36%, a31oi_1 13%, nand2b_1 11%
  Count of instantiated cells in the yosys netlist .................. 62
  Number of different library cells in the post-synthesis netlist .................. 15
  Post-synthesis sequential area ratio .................. 0%
  Area figure in the yosys stat output .................. 395 sq um
  Most frequent cells after synthesis .................. 19 x buf_4, 8 x a31oi_1, 7 x nand2b_1, 6 x nand3_1
  Synth Cell Area .................. 395 sq um
  Yosys top cell by area .................. buf_4
  Synth top cell by count .................. buf_4
  Share of the synthesized area in the top cell type .................. 36.1%
  Gate Count Post-Synth .................. 62
  Synthesized area divided by synthesized cell count .................. around 6.4 sq um

Layout
  Registers .................. 0
  Clock buffer cells .................. 0
  Logic area .................. 269 sq um
  Count of filler cells inserted in the layout .................. ~390
  Register area .................. 0 sq um
  Fin cells .................. 153
  Layout cell share with drive strength beyond 1 .................. 15.9%
  Synthesis-to-layout area growth .................. 151%
  Post-route cell area .................. 992 sq um

Worst setup path
  Required time at the endpoint of the critical path .................. around 2.2 ns
  Nature of the critical path startpoint .................. input port
  Kind of end point of the critical path .................. primary output
  Cell seen most often among critical-path stages .................. clkdlybuf4s50_1
  Critical path's largest stage delay .................. approximately 0.55 ns
  Worst-path maximum fanout .................. 12
  Slowest cell on crit path .................. or4_4
  Class of the most critical setup path .................. in2out
  Top Family by Delay on Critical Path .................. buffers and inverters
  Buf+Inv Stages, Crit Path .................. 3
  Arrival time of data at the critical path endpoint .................. 2.25 ns
  Cell-by-cell trace of the critical path .................. clkdlybuf4s50_1 -> or4_4 -> buf_8 -> nor2_1 -> clkdlybuf4s50_1

Global route
  Total congestion overflow after global routing .................. 0
  Global routing usage summed across all routing layers .................. 5.43%
  Global-route wire length before repair .................. 2900 microns
  Antenna violations before repair .................. 0
  Vias in the first global route .................. 629
  Pin count of the biggest net entering global routing .................. 13

Placement
  HPWL Detailed .................. 1640 microns
  Total placed instance area .................. 922 sq um
  Count of input and output buffers .................. 58
  Inst Count DP .................. ~150
  Global placement routability congestion .................. 0.656

Drt
  Routed wire length .................. 1930 microns
  Number of design-rule violations left by the first detailed-router iteration .................. 9
  Routed len/inst .................. 12.6 microns
  First-pass iteration count of the detailed router .................. 4
  Average via count per standard cell .................. roughly 3.7
  Total via count in the routed design .................. 569
  DRC violations left .................. 0
  Total inserted antenna cells .................. 0
  Number of routed nets with antenna violations .................. 0

Timing
  Worst slew pin tran .................. 0.272 ns
  Final-report hold violation count .................. 0
  Achievable frequency .................. about 360 MHz
  Normalized max-slew margin .................. 81.8%
  Min setup slack post-route .................. -0.00956 ns
  Unrepaired setup endpoints after global routing .................. true
  Post-route clock period utilization .................. 100%
  Final setup fails .................. 3
  Pins Over Slew Limit .................. 0
  Clock period minus final worst setup slack .................. 2.81 ns
  Post-Route Hold Slack .................. 1.80 ns

Worst hold path
  Worst hold-check path type .................. in2out

CTS
  Post-CTS Hold Buffers .................. 0

Die
  Std cell rows .................. 21
  Die width .................. 80 microns
  Ports .................. 64
  Floorplan core area .................. 0.00342 sq mm
  Die outline area .................. 0.00640 sq mm
  Die Ht .................. 80 microns
  Core utilization before placement .................. between 10% and 20%

Power and ir drop
  Static leakage .................. 0.592 nW
  Max IR drop VDD .................. 0.0000409 V
  Power density over cell area .................. ~74 mW/mm^2

Flow run
  Total tool warning count .................. 40
  Number of maximum-capacitance constraint violations .................. 0
worst paths after layout:
check                            from               to  slack (ns)  depth (start not counted)
worst min-delay path  instruction[10]  extended_imm[3]        1.80                          4
worst max-delay path   instruction[6]  extended_imm[1]       -0.01                          5
repair_timing:
| action | in CTS | in global routing |
|---|---|---|
| resized | 25 | 15 |
| endpoints found under the setup margin | 32 | 13 |
| gates cloned | 1 | 0 |
| pin swaps | 1 | 1 |
| setup buffers | 0 | 2 |
per-layer routing:
metal,vias to the layer above,track usage (%),share of wire [%]
met5,-,0,0
li1,297,-,-
met4,0,0,0
met2,27,9.79,49
met3,0,3.52,13
met1,245,5.41,38
cells in the final DEF (no fill, tap or decap), types with 2 or more instances in the layout:
cell type	count
a22oi_1	5
a31oi_1	5
a31oi_2	3
buf_4	6
buf_6	2
clkdlybuf4s50_1	30
dlygate4sd2_1	19
dlymetal6s2s_1	9
nand2b_1	7
nand3_1	6
nor2_1	4
nor2b_1	2
power by group:
| part | internal [mW] | total (mW) | switching (mW) |
|---|---|---|---|
| clock | 0 | 0 | 0 |
| sequential | 0 | 0 | 0 |
| combinational | 0.0491 | 0.0737 | 0.0245 |
| total | 0.0491 | 0.0737 | 0.0245 |
cell type report:
class / instances / share of cell area, %
multi-input cells: 39 / 27.1
inverters: 1 / 0.378
repair buffers: 67 / 66.7
well taps: 46 / 5.80
logic make-up after synthesis:
kind of cell | share of synthesized area [%]
AND/OR/NAND/NOR | 34.8
buffers and inverters | 41.8
AND-OR/OR-AND | 23.4
through the flow:
| stage | setup WS [ns] | util [%] | power, mW | TNS, ns |
|---|---|---|---|---|
| 4_1_cts | -0.125 | 27.1 | 0.0715 | -1.02 |
| 2_1_floorplan | 0.303 | - | 0.0221 | 0 |
| 6_report | -0.00956 | 29.0 | 0.0737 | -0.0209 |
| 3_3_place_gp | -0.141 | 27.0 | 0.0697 | -3.85 |
| 3_5_place_dp | -0.171 | 27.0 | 0.0704 | -4.28 |
| 5_1_grt | -0.0926 | 29.0 | 0.0809 | -0.734 |
No activity file was given, so power comes from the tool's default toggle rates.
